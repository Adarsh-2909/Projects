File: design/flow/config.mk
export PLATFORM = sky130hd
export DESIGN_NAME = apb_slave
export DESIGN_NICKNAME = apb_slave
export VERILOG_FILES = /design/flow/design.v
export SDC_FILE = /design/flow/constraint.sdc
export NUM_CORES = 4
export LEC_CHECK = 1
export CORE_UTILIZATION = 50
File: design/flow/constraint.sdc
current_design apb_slave

set clk_period 14.3
set clk_io_pct 0.2

create_clock -name clk0 -period $clk_period [get_ports {PCLK}]

set non_clock_inputs [all_inputs -no_clocks]
set_input_delay [expr $clk_period * $clk_io_pct] -clock clk0 $non_clock_inputs
set_output_delay [expr $clk_period * $clk_io_pct] -clock clk0 [all_outputs]
File: design/flow/design.v
module apb_slave(
    input         PCLK,
    input         PRESETn,
    input         PSEL,
    input         PENABLE,
    input         PWRITE,
    input  [31:0] PADDR,
    input  [31:0] PWDATA,
    output reg    PREADY,
    output reg [31:0] PRDATA
);
reg [31:0] apb_memory [0:255];
reg [1:0] state; 
localparam IDLE = 2'b00,
           SETUP = 2'b01,
           ACCESS = 2'b10;
always @(posedge PCLK or negedge PRESETn) begin
    if (!PRESETn) begin
        state <= IDLE;
        PREADY <= 1'b1;
        PRDATA <= 32'b0;
    end else begin
        case (state)
            IDLE: begin
                if (PSEL) begin
                    state <= SETUP;
                    PREADY <= 1'b0; 
                end
            end
            SETUP: begin
                if (PENABLE) begin
                    state <= ACCESS;
                end
            end
            ACCESS: begin
                if (PWRITE) begin
                    apb_memory[PADDR[7:0]] <= PWDATA; 
                end else begin
                    PRDATA <= apb_memory[PADDR[7:0]];
                end
                state <= IDLE; 
                PREADY <= 1'b1; 
            end
            default: state <= IDLE; 
        endcase
    end
end
endmodule
File: design/flow/run.sh
#!/bin/bash
# OpenROAD 26Q1-2900-gdf79404cd8, Yosys 0.63+post, stock flow scripts
make -C /OpenROAD-flow-scripts/flow DESIGN_CONFIG=/design/flow/config.mk WORK_HOME=/design/flow/orfs finish
==> impl_metrics.toml <==
# synthesis and place-and-route metrics
[setup_path]
cp.required_ps = 15380
start_kind = "primary input"
ff2ff_setup_slack_ps = 9560
crit_type = "primary input to flop"
worstSetupEndpointType = "flop"
arrival_ps = 9220
reg2reg_depth = 9
crit_path_max_fanout = 69

[global_route]
grt_max_degree = 133
antenna_found_initial = 105
grt_overflow = 0
grt_pass1_wl_mm = 1652
grt_pass1_vias = 200500
grt_usage_pct = 44.90

[power]
p_leak_uw = 0.1059
peakVddDrop_mv = 0.1571
p_per_area_nw_per_um2 = 139.5

[logic_synthesis]
edf_count = 8192
yosysTopAreaCell = "edfxtp_1"
ys_cells = 18200
netlist_top_cells_area = "edfxtp_1, nand3_1, a22oi_1, nand4_1, clkbuf_1"
synthArstFlopShare_pct = 0.4375
yosys_area_um2 = 305800
synth-seq-cells = 8228
netlist_instances = 18200
ys_seq_share_pct = 80.74
flop_cell = "edfxtp_1"
syn_avg_cell_area_um2 = 16.80
synth-warning-count = 2
synth.distinct_cells = 61
netlist_top_cells_count = "edfxtp_1, nand3_1, a22oi_1"
synth_top_cell_by_count = "edfxtp_1"
synth_area_um2 = 305800
synthDominantCellAreaShare_pct = 80.44

[final_timing]
tns_ps = 0
fin_crit_ps = 8144
finalClockSkew_ps = 64.74
tightest_slew_ps = 1438
rsz0062_at_grt = "false"
slew_viol_final = 0
max_clock_freq_ghz = 0.1228
finalSetupViolations = 0
slew-limit-headroom_pct = 3.281
fin_crit_sh_pct = 56.95
hold_viol = 0

[run]
maxCapViolCount = 0
warnings = 58

[routing]
drt_iter0_markers = 17340
drt-total-wl_mm = 1232
post-route-drc-count = 0
vias = 196700
routed_via_density = 7.076
dr.pass1.iters = 9
antenna_left = 0
wl_per_cell_um = 44.31

[place]
gp_congestion = 1.077
port_buffers = 77
dp_hpwl_mm = 772.9
place_inst = 26200

[floorplanning]
fp_util_pct = 50.30
die_w_um = 784.0
die_area_um2 = 614700
pin_count = 102
fp.dieH_um = 784.0
row_count = 286
core-area_um2 = 608000

[worst_hold_path]
hold_class = "flop to flop"
min_delay_path_depth = 1

[outcome]
status = "finished clean"

[clocking]
h-tree-depth = 6
cts_buffer_depth = 4
hold_buffers = 0
postCtsSetupBuffers = 0
cts_tree = "built"
clock_latency_ps = 1230
clock-root-buffer = "clkbuf_16"
cts_repair_resize_count = 0
path_clk_slew_ps = 60
cts-buffers-inserted = 810
cts_num_sinks = 8228

[final_layout]
fillers = 44630
area_growth_pct = 13.99
drive_above_1_share_pct = 14.26
fin_cells = 27800
## path summary, 6_finish.rpt
path / from / endpoint
worst max-delay path: PADDR[7] / PRDATA[10]$_DFFE_PN0P_
worst min register to register: state[2]$_DFF_PN0_ / state[1]$_DFF_PN0_
max in group asynchronous: PRESETn / PRDATA[11]$_DFFE_PN0P_
min in group asynchronous: PRESETn / PRDATA[21]$_DFFE_PN0P_
worst min-delay path: state[2]$_DFF_PN0_ / state[1]$_DFF_PN0_
worst max register to register: state[1]$_DFF_PN0_ / apb_memory[240][26]$_DFFE_PP_
## metrics by stage
stage | util (%) | hold slack [ps] | total power (uW) | setup WS, ps | area, um^2
6_report | 57.34 | 494.9 | 48620 | 6156 | 348600
3_3_place_gp | 53.21 | 468.1 | 28790 | 5389 | 323500
2_1_floorplan | - | 453.6 | 27530 | 6738 | 305800
4_1_cts | 57.28 | 495.5 | 48540 | 6545 | 348300
3_5_place_dp | 53.21 | 479.5 | 28800 | 5342 | 323500
5_1_grt | 57.31 | 521.0 | 49500 | 6457 | 348400
## power by group
group          switching [uW]  total, uW  internal [uW]
sequential                151      26700          26600
clock                    9170      20200          11000
combinational            1360       1700            339
total                   10700      48600          37900
## logic make-up (layout without fill, tap and decap cells)
family | count (synthesis) | in the layout | synth area share [%]
other cells | 0 | 127 | 0
flops | 8228 | 8228 | 80.74
buf+inv | 1428 | 2830 | 1.926
compound gates | 3394 | 3394 | 8.262
simple gates | 5151 | 5151 | 9.068
mux | 1 | 1 | 0.003273
## per-layer routing
layer  global-route usage (%)  share of wire (%)  up-vias  wire length, um
met4                    25.73                8.0      346            98450
met5                    25.23                1.4        -            17730
met3                    44.54                 23     4188           285500
met1                    46.79                 27    95660           329800
li1                         -                  -    77380                -
met2                    54.78                 41    19110           500100
## worst max-delay path, stage by stage
cell	delay (ps)
buf_2	420
buf_4	500
nor4bb_4	90
buf_4	370
buf_4	470
buf_12	350
buf_4	420
buf_4	370
nand3_1	160
nand4_1	90
nor4_1	880
buf_4	250
nand4_1	350
nor4_2	940
buf_4	360
a21oi_1	90
## layout make-up
cell class | count | area [um^2] | share of cell area (%)
Sequential cell | 8228 | 246900 | 70.83
Multi-Input combinational cell | 8546 | 55640 | 15.96
Clock buffer | 1029 | 21380 | 6.133
Timing Repair Buffer | 1363 | 10870 | 3.117
Tap cell | 8064 | 10090 | 2.894
Clock inverter | 435 | 3378 | 0.9691
Antenna cell | 127 | 317.8 | 0.09117
Inverter | 3 | 11.26 | 0.003230
## flip-flops by register name, indices dropped and copies added, names as in the netlist
| signal | count |
|---|---|
| PREADY | 1 |
| state | 3 |
| apb_memory | 8192 |
| PRDATA | 32 |
## cell usage in the layout (no fill, tap or decap), types with 54 or more instances in the layout
cell type  synthesis  routed
a21oi_1          401     401
a221oi_1          91      91
a222oi_1         154     154
a22o_1           279     279
a22oi_1         1702    1702
a32o_1            61      61
a32oi_1          169     169
and3_1           130     130
buf_4             10    1260
clkbuf_1         764     205
clkbuf_16          0     823
clkinv_1           0     227
clkinv_2           0     121
diode_2            0     127
edfxtp_1        8192    8192
nand2_1          177     175
nand3_1         2844    2843
nand4_1          896     896
nor2_1           322     159
nor2_4             0     115
nor3_1           209      57
nor3_2             0     152
nor4_1           268     212
nor4_2             1      54
o21ai_0           80      80
o22ai_1          283     283
or4_1            132     130
Power is estimated from default activity; no workload was simulated.
